File: /design/flow/design.v
`timescale 1ns / 1ps
module alu(
    input [3:0] alu_fun,
    input [31:0] srcA, srcB, 
    output reg [31:0] result
    );
    always @ (*)
    begin
        case(alu_fun)
            4'b0000: result = srcA + srcB;                    
            4'b0001: result = srcA << srcB[4:0];              
            4'b0010: result = $signed(srcA) < $signed(srcB);  
            4'b0011: result = srcA < srcB;                    
            4'b0100: result = srcA ^ srcB;                    
            4'b0101: result = srcA >> srcB[4:0];              
            4'b0110: result = srcA | srcB;                    
            4'b0111: result = srcA & srcB;                    
            4'b1000: result = srcA - srcB;                    
            4'b1001: result = srcA;                           
            4'b1101: result = $signed(srcA) >>> srcB[4:0];    
            default: result = 32'hDEAD_BEEF;
        endcase
    end
endmodule
File: /design/flow/run.sh
#!/bin/bash
# OpenROAD 26Q1-2900-gdf79404cd8, Yosys 0.63+post, stock flow scripts
make -C /OpenROAD-flow-scripts/flow DESIGN_CONFIG=/design/flow/config.mk WORK_HOME=/design/flow/orfs finish
File: /design/flow/config.mk
export PLATFORM = sky130hd
export DESIGN_NAME = alu
export DESIGN_NICKNAME = alu
export VERILOG_FILES = /design/flow/design.v
export SDC_FILE = /design/flow/constraint.sdc
export NUM_CORES = 4
export LEC_CHECK = 1
export CORE_UTILIZATION = 40
File: /design/flow/constraint.sdc
current_design alu

set clk_period 17.2
set clk_io_pct 0.2

create_clock -name clk0 -period $clk_period

set non_clock_inputs [all_inputs -no_clocks]
set_input_delay [expr $clk_period * $clk_io_pct] -clock clk0 $non_clock_inputs
set_output_delay [expr $clk_period * $clk_io_pct] -clock clk0 [all_outputs]
==> report_table.html <==
<p>Metrics extracted from the flow reports.</p>
<table>
<tr><th>Metric</th><th>Value</th></tr>
<tr><th colspan="2">Outcome</th></tr>
<tr><td>Status</td><td>finished, final reports clean</td></tr>
<tr><th colspan="2">Worst setup path</th></tr>
<tr><td>Worst path top cell family by delay</td><td>AND-OR/OR-AND gates</td></tr>
<tr><td>Cell type of the slowest stage on the worst timing path</td><td>sky130_fd_sc_hd__ha_1</td></tr>
<tr><td>CP Data Required Time</td><td>13760 ps</td></tr>
<tr><td>Crit path max fanout</td><td>29</td></tr>
<tr><td>Category of the critical setup timing path</td><td>input pin to output port</td></tr>
<tr><td>Buffers &amp; Inverters on Critical Path</td><td>4</td></tr>
<tr><td>Largest stage delay on the critical path</td><td>590 ps</td></tr>
<tr><td>Most common cell type on the critical path</td><td>sky130_fd_sc_hd__clkdlybuf4s50_1</td></tr>
<tr><td>Element type at the critical path end</td><td>output port</td></tr>
<tr><td>Data arrival time at the worst-slack endpoint</td><td>7980 ps</td></tr>
<tr><td>Cell-by-cell listing of the critical path</td><td>clkdlybuf4s50_1 &gt; buf_4 &gt; inv_1 &gt; ha_1 &gt; nor2b_1 &gt; a211oi_1 &gt; o21ai_1 &gt; nand4_1 &gt; a31oi_1 &gt; o31ai_2 &gt; nor4_1 &gt; o41ai_1 &gt; clkdlybuf4s50_1</td></tr>
<tr><td>Critical path startpoint category</td><td>input pin</td></tr>
<tr><th colspan="2">Layout</th></tr>
<tr><td>Fraction of final layout cells with drive strength greater than 1</td><td>8.99%</td></tr>
<tr><td>Number of flip-flops and latches</td><td>0</td></tr>
<tr><td>CLK BUF</td><td>0</td></tr>
<tr><td>Filler cells</td><td>2405</td></tr>
<tr><td>Post-layout instance area</td><td>10500 sq um</td></tr>
<tr><td>Area used by sequential logic in the layout</td><td>0 sq um</td></tr>
<tr><td>Final core utilization</td><td>45.9%</td></tr>
<tr><td>Area delta synth-&gt;final</td><td>11.7%</td></tr>
<tr><th colspan="2">Placement</th></tr>
<tr><td>Weighted congestion at the end of routability-driven global placement</td><td>1.09</td></tr>
<tr><td>Number of port buffers</td><td>100</td></tr>
<tr><td>Instance area after placement</td><td>10500 sq um</td></tr>
<tr><td>DP HPWL</td><td>37.9 mm</td></tr>
<tr><th colspan="2">Final timing</th></tr>
<tr><td>Number of failing hold endpoints at the final stage</td><td>0</td></tr>
<tr><td>Post-layout period usage of the worst path</td><td>66.4%</td></tr>
<tr><td>Shortest period the worst path allows</td><td>11420 ps</td></tr>
<tr><td>Final setup violating endpoints</td><td>0</td></tr>
<tr><td>Fmax</td><td>87.6 MHz</td></tr>
<tr><td>Setup repair after global routing missed its margin</td><td>false</td></tr>
<tr><td>WHS</td><td>7930 ps</td></tr>
<tr><td>Transition time at the pin with the least slew margin</td><td>945 ps</td></tr>
<tr><td>Max-slew violation count</td><td>0</td></tr>
<tr><td>Total Neg Setup Slack</td><td>0 ps</td></tr>
<tr><td>Relative slew slack</td><td>36.3%</td></tr>
<tr><th colspan="2">Pwr</th></tr>
<tr><td>Worst ir drop on vdd</td><td>0.0149 mV</td></tr>
<tr><td>Ratio of total power to cell area</td><td>35.1 nW/um^2</td></tr>
<tr><td>Static Leakage</td><td>0.00423 uW</td></tr>
<tr><td>Switching power summed over all nets</td><td>229 uW</td></tr>
<tr><td>Int Pwr</td><td>140 uW</td></tr>
<tr><td>Switching share of power</td><td>62.1%</td></tr>
<tr><th colspan="2">Global routing</th></tr>
<tr><td>Global routing usage summed across all routing layers</td><td>41.2%</td></tr>
<tr><td>First-pass GRT wire length</td><td>71.7 mm</td></tr>
<tr><td>Number of global-route vias before repair</td><td>10600</td></tr>
<tr><td>Largest net degree at the start of global routing</td><td>79</td></tr>
<tr><td>Initial antenna violation count</td><td>0</td></tr>
<tr><td>Congestion Overflow GR</td><td>0</td></tr>
<tr><th colspan="2">Flow run</th></tr>
<tr><td>OpenROAD warnings</td><td>104</td></tr>
<tr><td>Reported max-cap violation count</td><td>0</td></tr>
<tr><th colspan="2">Yosys</th></tr>
<tr><td>Largest family of logic cells by area</td><td>AND-OR/OR-AND gates</td></tr>
<tr><td>Ao+oa area frac</td><td>38.1%</td></tr>
<tr><td>Unique cell types</td><td>93</td></tr>
<tr><td>XORs/XNORs by Area</td><td>0.280%</td></tr>
<tr><td>Cell total in the yosys stat output</td><td>1365</td></tr>
<tr><td>Area fraction in full adders, half adders and majority gates</td><td>14.3%</td></tr>
<tr><td>Leading area contributor after synthesis</td><td>sky130_fd_sc_hd__ha_1</td></tr>
<tr><td>Largest cells by area</td><td>sky130_fd_sc_hd__ha_1 14%, sky130_fd_sc_hd__mux4_2 8.6%, sky130_fd_sc_hd__a21oi_1 7.8%, sky130_fd_sc_hd__nor2_1 6.1%, sky130_fd_sc_hd__o21ai_0 5.0%</td></tr>
<tr><td>Post-synth area from yosys stat</td><td>9390 sq um</td></tr>
<tr><td>Synthesized area per cell</td><td>6.88 sq um</td></tr>
<tr><td>Area share of and/or/nand/nor cells after synthesis</td><td>20.3%</td></tr>
<tr><td>Mapped Cells</td><td>1365</td></tr>
<tr><td>Area of the mapped netlist</td><td>9390 sq um</td></tr>
<tr><td>Multiplexer fraction of the synthesized cell area</td><td>17.1%</td></tr>
<tr><td>Register share after synthesis</td><td>0%</td></tr>
<tr><td>Most frequent cell after synthesis</td><td>sky130_fd_sc_hd__nor2_1</td></tr>
<tr><td>Post-synth top cells</td><td>153 x sky130_fd_sc_hd__nor2_1, 146 x sky130_fd_sc_hd__a21oi_1, 106 x sky130_fd_sc_hd__nand2_1</td></tr>
<tr><td>Tally of yosys warning messages</td><td>1</td></tr>
<tr><td>Area share of the largest cell type after synthesis</td><td>13.9%</td></tr>
<tr><th colspan="2">Hold path</th></tr>
<tr><td>Classification of the worst-slack hold path</td><td>input pin to output port</td></tr>
<tr><td>Source of the worst hold timing path</td><td>srcB[3]</td></tr>
<tr><td>Capture endpoint of the worst hold path</td><td>result[4]</td></tr>
<tr><td>Number of stages on the worst hold path</td><td>5</td></tr>
<tr><th colspan="2">Clock network</th></tr>
<tr><td>Post-cts sizing count</td><td>0</td></tr>
<tr><td>Number of buffers added for setup after CTS</td><td>0</td></tr>
<tr><td>Hold Buf Count CTS</td><td>0</td></tr>
<tr><th colspan="2">Routing</th></tr>
<tr><td>Top layer in use</td><td>met4</td></tr>
<tr><td>Via count</td><td>11500</td></tr>
<tr><td>Vias/cell</td><td>6.80</td></tr>
<tr><td>Met2 WL</td><td>19.8 mm</td></tr>
<tr><td>Routed met3 length</td><td>5.56 mm</td></tr>
<tr><td>Routed wire length</td><td>49.0 mm</td></tr>
<tr><td>Routed length on met1</td><td>21.7 mm</td></tr>
<tr><td>Drt first pass iters</td><td>8</td></tr>
<tr><td>Routed wire length per instance</td><td>28.9 um</td></tr>
<tr><td>1st-iter DRT viols</td><td>1838</td></tr>
<tr><td>Drc violations</td><td>0</td></tr>
<tr><td>Number of nets still failing antenna checks after routing</td><td>0</td></tr>
<tr><th colspan="2">Die</th></tr>
<tr><td>Die W</td><td>155 um</td></tr>
<tr><td>Row count</td><td>55</td></tr>
<tr><td>Std-Cell Core Area</td><td>22800 sq um</td></tr>
<tr><td>Die area</td><td>24100 sq um</td></tr>
<tr><td>FP Core Util</td><td>41.1%</td></tr>
<tr><td>Number of placed I/O pins</td><td>100</td></tr>
<tr><td>Die extent in y</td><td>155 um</td></tr>
</table>
==> through the flow <==
| step | power [uW] | setup slack [ps] | std cells |
|---|---|---|---|
| finish | 368 | 5780 | 1694 |
| global route | 391 | 5620 | 1693 |
| CTS | 357 | 5870 | 1693 |
| detailed placement | 355 | 5880 | 1693 |
| global placement | 358 | 5910 | 1693 |
| floorplan | 214 | 6970 | 1365 |
==> logic make-up after synthesis <==
family	count (synthesis)
AND-OR/OR-AND	525
adder cells (fa/ha/maj)	106
XOR/XNOR	3
buffers and inverters	220
AND/OR/NAND/NOR	412
multiplexers	99
==> power by group through the flow <==
| stage | Sequential [uW] | Combinational, uW | Clock (uW) |
|---|---|---|---|
| after CTS | 0 | 357 | 0 |
| after global routing | 0 | 391 | 0 |
==> final cells by class <==
type | instances | area [sq um] | share of cell area, %
multi-input cells | 1145 | 8490 | 81.0
repair buffers | 130 | 1210 | 11.5
inverters | 105 | 394 | 3.76
well taps | 313 | 392 | 3.73
diodes | 1 | 2.50 | 0.0239
==> layer usage <==
metal  up-vias  global-route usage [%]
li1       5216                       -
met1      5423                    63.7
met2       761                    57.0
met3       112                    8.00
met4         0                    13.9
met5         -                       0
==> how the worst max path moves through the flow <==
| stage | startpoint | to | slack (ps) | cells past startpoint |
|---|---|---|---|---|
| after CTS | srcB[4] | result[0] | 5870 | 13 |
| after global routing | srcB[4] | result[31] | 5620 | 13 |
| final | srcB[4] | result[0] | 5780 | 13 |
==> layout by cell type, fill, tap and decap left out, types with 30 or more instances in the layout <==
| cell | synthesis | layout |
|---|---|---|
| sky130_fd_sc_hd__inv_1 | 100 | 100 |
| sky130_fd_sc_hd__nand3_1 | 30 | 30 |
| sky130_fd_sc_hd__buf_4 | 3 | 31 |
| sky130_fd_sc_hd__a211oi_1 | 38 | 38 |
| sky130_fd_sc_hd__nand2_1 | 106 | 106 |
| sky130_fd_sc_hd__ha_1 | 104 | 104 |
| sky130_fd_sc_hd__a21oi_1 | 146 | 146 |
| sky130_fd_sc_hd__nor2_1 | 153 | 153 |
| sky130_fd_sc_hd__nor3_1 | 36 | 35 |
| sky130_fd_sc_hd__o21ai_0 | 93 | 93 |
| sky130_fd_sc_hd__mux2i_1 | 38 | 38 |
| sky130_fd_sc_hd__mux4_2 | 36 | 36 |
| sky130_fd_sc_hd__clkdlybuf4s50_1 | 0 | 96 |
No activity file was given, so power comes from the tool's default toggle rates.
